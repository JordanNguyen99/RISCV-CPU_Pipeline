`/design/flow/config.mk`:
```
export PLATFORM = sky130hd
export DESIGN_NAME = Instruction_Memory
export DESIGN_NICKNAME = Instruction_Memory
export VERILOG_FILES = /design/flow/design.v
export SDC_FILE = /design/flow/constraint.sdc
export NUM_CORES = 4
export LEC_CHECK = 1
export CORE_AREA = 10 10 74 74
export DIE_AREA = 0 0 84 84
export SYNTH_HDL_FRONTEND = slang
export SYNTH_MEMORY_MAX_BITS = 65536
```
`/design/flow/run.sh`:
```
#!/bin/bash
# OpenROAD 26Q1-2900-gdf79404cd8, Yosys 0.63+post, stock flow scripts
make -C /OpenROAD-flow-scripts/flow DESIGN_CONFIG=/design/flow/config.mk WORK_HOME=/design/flow/orfs finish
```
`/design/flow/design.v`:
```
package CORE_PKG;
  typedef struct packed {
    logic [31:0] pc, instr;
  } IF_ID_t;
  typedef struct packed {
    logic [31:0] pc, rs1_val, rs2_val, imm;
    logic [4:0]  rs1, rs2, rd;
    logic [3:0]  alu_op;
    logic        mem_read, mem_write, reg_write, wb_sel_mem;
  } ID_EX_t;
  typedef struct packed {
    logic [31:0] alu_res, rs2_fwd;
    logic [4:0]  rd;
    logic        mem_read, mem_write, reg_write, wb_sel_mem;
  } EX_MEM_t;
  typedef struct packed {
    logic [31:0] mem_rdata, alu_res;
    logic [4:0]  rd;
    logic        reg_write, wb_sel_mem;
  } MEM_WB_t;
endpackage
`default_nettype none
package mem_interface_pkg;
  typedef struct packed {
    logic        valid;
    logic [31:0] addr;
    logic        we;        
    logic [3:0]  be;        
    logic [31:0] wdata;
  } mem_req_t;
  typedef struct packed {
    logic        ready;     
    logic        rvalid;    
    logic [31:0] rdata;
  } mem_resp_t;
endpackage
`default_nettype none
import mem_interface_pkg::mem_req_t;
import mem_interface_pkg::mem_resp_t;
module Instruction_Memory (
  input  logic        clk,
  input  logic        rst,
  output mem_req_t    req,        
  input  mem_resp_t   resp_in,    
  input  logic [31:0] addr_i,
  output logic [31:0] rdata_o
);
  localparam int DEPTH = 1024;
  logic [31:0] rom [0:DEPTH-1];
  initial begin
    integer i;
    for (i = 0; i < DEPTH; i++) rom[i] = 32'h00000013;  
    rom[0] = 32'h00100093;  
    rom[1] = 32'h00200113;  
    rom[2] = 32'h002081B3;  
    rom[3] = 32'h00000013;  
  end
  always_ff @(posedge clk) begin
    rdata_o <= rom[addr_i[11:2]];  
  end
  assign req = '{valid:1'b0, addr:32'b0, we:1'b0, be:4'b0, wdata:32'b0};
endmodule
```
`/design/flow/constraint.sdc`:
```
current_design Instruction_Memory

set clk_period 1.5
set clk_io_pct 0.2

create_clock -name clk0 -period $clk_period [get_ports {clk}]

set non_clock_inputs [all_inputs -no_clocks]
set_input_delay [expr $clk_period * $clk_io_pct] -clock clk0 $non_clock_inputs
set_output_delay [expr $clk_period * $clk_io_pct] -clock clk0 [all_outputs]
```
==> out/metrics.sh <==
OUTCOME='finished clean'
SLOWEST_DELAY_PS=570
FIN_CELLS=176
MIN_PATH_TYPE='in -> reg'
FP.DIEAREA_UM2=7060
CP.BUFFERS_INVERTERS=1
H-TREE-DEPTH=1
WORSTSETUPPATHDEPTH=3
IO_BUFFERS=16
CRIT_PATH_END_KIND='flop'
SYNTH.YOSYS.WARNINGS=0
SLEW_VIOL_FINAL=0
LOG.WARNING_COUNT=82
NUMBER_OF_BUFFERS_INSERTED_DURING_CLOCK_TREE_SYNTHESIS=3
FIN_HOLD_WS_PS=719
DIE_WIDTH_UM=84
MAX_FREQUENCY_MHz=719
LAYOUT_TOP_CELLS='sky130_fd_sc_hd__conb_1, sky130_fd_sc_hd__clkdlybuf4s50_1, sky130_fd_sc_hd__dfxtp_1'
DIE_HEIGHT_UM=84
DETAILEDROUTE.FIRSTITERATIONVIOLATIONS=4
POWER_PER_CELL_AREA_nW_PER_UM2=495
SYN_AVG_CELL_AREA_UM2=8.04
SYNTHDISTINCTLIBCELLS=8
GLOBALROUTE.TOTALOVERFLOW=0
ANTENNA_FOUND_INITIAL=0
FIRST_GLOBAL_VIAS=524
CTS.HOLD.BUFFERS_ADDED=0
STARTPOINT_TYPE='input port'
REG_TOP3='rdata_o (4)'
CRITICAL-PATH-SLOWEST-CELL='sky130_fd_sc_hd__or4_4'
DRIVE_GT1_SHARE_PCT=5.56
CTS_REPAIR_RESIZE_COUNT=0
PIN_COUNT=170
FINALCRITICALPERIOD_PS=1390
CRITICAL_PATH.MAX_FANOUT=4
TIMING.SETUP.CRITICAL_PATH_CLASS='in -> reg'
DETAILEDROUTE.FIRSTPASSITERATIONCOUNT=4
VIASPERCELL=2.34
YOSYS.STAT.SEQSHARE_PCT=8.98
MAX-CAP-VIOLATIONS=0
NUMPLACEDINSTANCES=173
YOSYS.STAT.CHIPAREA_UM2=892
WORST_IR_DROP_VDD_mV=0.0848
VIA_COUNT=411
TIMING.CRITICAL_PATH.CELLS='clkdlybuf4s50_1, or4_4, nor4b_2'
GRT_PASS1_WL_UM=2340
SETUP_VIOL=0
P_LEAK_nW=0.433
MAX_FLOP_REGISTER='rdata_o'
TRITONCTS='yes'
MAXIMUM_NUMBER_OF_PINS_ON_ONE_NET_BEFORE_GLOBAL_ROUTE_REPAIR=5
LARGEST_REGISTER_FF_COUNT=4
YOSYS-STAT-CELLS=111
POSTSYNTHREGISTERBITS=4
TIMING.FINAL.HOLD_VIOLATIONS=0
CTS_NUM_SINKS=4
POST_CTS.REPAIR.SETUP_BUFFERS=0
ROWS=23
CLK_ROOT_BUFFER_CELL='sky130_fd_sc_hd__clkbuf_8'
SHARE_OF_THE_CLOCK_PERIOD_USED_BY_THE_WORST_PATH_PCT=92.7
FLOORPLAN.CORE_UTIL_PCT=22.5
MAPPEDNETLISTAREA_UM2=892
CLK_PIN_SLEW_PS=30
DRC_VIOLATIONS=0
CP.REQUIRED_PS=1630
MOST_NUMEROUS_LOGIC_CELL_AFTER_LAYOUT='sky130_fd_sc_hd__conb_1'
HOLD-PATH-CELL-COUNT=2
TRACK_USAGE_PCT=3.73
SYNTHESIS.INSTANCES=111
DRT.ANTENNA.VIOLATING_NETS=0
POST-DP-HPWL_UM=1670
GLOBALPLACE.CONGESTION=0.661
DETAIL_ROUTE.WIRELENGTH_UM=1700
CLOCK_TREE.BUFFER_DEPTH=2
DESIGN.CORE.AREA_UM2=3970
SETUP_REPAIR_AFTER_GLOBAL_ROUTING_MISSED_ITS_MARGIN='false'
ANTENNA-DIODE-COUNT=0
FLOW.AREA_GROWTH_FROM_SYNTHESIS_PCT=-13.3
CP_TOP_FAMILY='simple AND/OR/NAND/NOR gates'
ARRIVAL_PS=1520
WIRE_PER_INST_UM=9.64
==> synth_stat cells <==
cell type,number,area (um2)
sky130_fd_sc_hd__buf_4,98,736
sky130_fd_sc_hd__or4_4,2,22.5
sky130_fd_sc_hd__dfxtp_1,4,80.1
sky130_fd_sc_hd__nor4b_2,1,15.0
sky130_fd_sc_hd__conb_1,2,7.51
sky130_fd_sc_hd__xnor2_1,1,8.76
sky130_fd_sc_hd__nor4_2,1,12.5
sky130_fd_sc_hd__nor3_1,2,10.0
==> report_power, final <==
part           leakage (nW)  switching (W)  total [W]  internal (W)
logic                 0.380      0.0000247  0.0000521     0.0000274
clock network        0.0216      0.0000523   0.000223      0.000171
registers            0.0322   0.0000000510   0.000107      0.000107
total                 0.433      0.0000770   0.000382      0.000305
==> logic make-up after synthesis <==
family                    share of synthesized area [%]
other                                             0.842
DFF                                                8.98
xor gates and xnor gates                          0.982
and+or+nand+nor                                    6.73
buffers and inverters                              82.5
==> stage by stage <==
step / setup TNS, ps / utilization [%] / total power, W / worst slack [ps] / area, um2
finish: 0 / 19.5 / 0.000382 / 110 / 773
global route: 0 / 19.5 / 0.000420 / 37.6 / 773
CTS: 0 / 19.5 / 0.000396 / 105 / 773
detailed placement: -253 / 18.4 / 0.000168 / -118 / 732
global placement: -209 / 18.4 / 0.000168 / -100 / 732
floorplan: 0 / - / 0.000293 / 337 / 1240
==> final timing paths <==
path	slack, ps	startpoint	end
max	110	addr_i[10]	rdata_o[15]
min	720	addr_i[3]	rdata_o[20]
==> routing by layer <==
metal	track usage, %	wire (um)	vias up
li1	-	-	177
met1	3.16	521	173
met2	7.04	891	59
met3	2.56	265	2
met4	0.609	19	0
met5	0	0	-
==> area by class of cell <==
type / count / area [um2]
clock buffer: 3 / 41.3
fill: 456 / 3200
multi-input combinational: 103 / 429
sequential: 4 / 80.1
tap: 50 / 62.6
timing repair buffer: 16 / 160
Power and IR drop assume default switching activity.
