$ cat flow/design.v
package CORE_PKG;
  typedef struct packed {
    logic [31:0] pc, instr;
  } IF_ID_t;
  typedef struct packed {
    logic [31:0] pc, rs1_val, rs2_val, imm;
    logic [4:0]  rs1, rs2, rd;
    logic [3:0]  alu_op;
    logic        mem_read, mem_write, reg_write, wb_sel_mem;
  } ID_EX_t;
  typedef struct packed {
    logic [31:0] alu_res, rs2_fwd;
    logic [4:0]  rd;
    logic        mem_read, mem_write, reg_write, wb_sel_mem;
  } EX_MEM_t;
  typedef struct packed {
    logic [31:0] mem_rdata, alu_res;
    logic [4:0]  rd;
    logic        reg_write, wb_sel_mem;
  } MEM_WB_t;
endpackage
`default_nettype none
package mem_interface_pkg;
  typedef struct packed {
    logic        valid;
    logic [31:0] addr;
    logic        we;        
    logic [3:0]  be;        
    logic [31:0] wdata;
  } mem_req_t;
  typedef struct packed {
    logic        ready;     
    logic        rvalid;    
    logic [31:0] rdata;
  } mem_resp_t;
endpackage
`default_nettype none
module alu (
  input  logic [3:0]  op,        
  input  logic [31:0] a,
  input  logic [31:0] b,
  output logic [31:0] y
);
  localparam [3:0] ALU_ADD=4'd0, ALU_SUB=4'd1, ALU_AND=4'd2, ALU_OR=4'd3,
                   ALU_XOR=4'd4, ALU_SLL=4'd5, ALU_SRL=4'd6, ALU_SRA=4'd7,
                   ALU_PASS=4'd15;
  always_comb begin
    unique case(op)
      ALU_ADD: y = a + b;
      ALU_SUB: y = a - b;
      ALU_AND: y = a & b;
      ALU_OR : y = a | b;
      ALU_XOR: y = a ^ b;
      ALU_SLL: y = a << b[4:0];
      ALU_SRL: y = a >> b[4:0];
      ALU_SRA: y = $signed(a) >>> b[4:0];
      default: y = b;  
    endcase
  end
endmodule
$ cat flow/run.sh
#!/bin/bash
# OpenROAD 26Q1-2900-gdf79404cd8, Yosys 0.63+post, stock flow scripts
make -C /OpenROAD-flow-scripts/flow DESIGN_CONFIG=/design/flow/config.mk WORK_HOME=/design/flow/orfs finish
$ cat flow/config.mk
export PLATFORM = sky130hd
export DESIGN_NAME = alu
export DESIGN_NICKNAME = alu
export VERILOG_FILES = /design/flow/design.v
export SDC_FILE = /design/flow/constraint.sdc
export NUM_CORES = 4
export LEC_CHECK = 1
export CORE_UTILIZATION = 40
export SYNTH_HDL_FRONTEND = slang
$ cat flow/constraint.sdc
current_design alu

set clk_period 17.3
set clk_io_pct 0.2

create_clock -name clk0 -period $clk_period

set non_clock_inputs [all_inputs -no_clocks]
set_input_delay [expr $clk_period * $clk_io_pct] -clock clk0 $non_clock_inputs
set_output_delay [expr $clk_period * $clk_io_pct] -clock clk0 [all_outputs]
==> flow_summary.ini <==
; implementation run metrics
[critical_path]
path_depth = 15
critical_path_required_ns = 13.84
end_kind = output port
worstSetupPathType = input pin to output port
cp_data_arrival_time_ns = 8.61
cp_slowest_cell = clkdlybuf4s50_1
crit_fanout = 21
path_buffers = 3
cp-start-kind = input pin
path_delay_family = AND-OR/OR-AND gates
path_cells = clkdlybuf4s50_1 > nor3_2 > buf_4 > nand2_1 > o21ai_0 > fa_1 > nand2b_1 > a21oi_1 > o21ai_1 > nand2_1 > a41oi_1 > o21ai_0 > and3_1 > a2111oi_0 > clkdlybuf4s50_1
max_stage_delay_ns = 0.59

[global_routing]
grt_pass1_wl_microns = 52100
met2_usage = 0.488
grt_pass1_vias = 8504
grt_max_degree = 56
gr-usage-met1 = 0.531
use_met3 = 0.0556
grt.busiest_layer = met1
grtUsageTotal = 0.341
grt-ovfl-total = 0
antenna_found_initial = 2

[outcome]
outcome = completed

[min_path]
min_delay_path_depth = 4
hold_end = y[13]
worstHoldPathType = input pin to output port
hold_path.startpoint = b[13]

[clock_network]
cts_resized = 0
cts_post_setup_buffers_inserted = 0
ctsHoldBuffers = 0

[floorplanning]
initCoreUtil = 0.412
core_sq_mm = 0.0197
fp.dieW_microns = 144
dieHeight_microns = 144
row_count = 51
die_area_sq_mm = 0.0208
ios = 100

[cells_and_area]
flop-count = 0
n_fill_cell = 2119
logic_area_sq_mm = 0.00741
areaGrowthSynthToFinish_pct = 13.2
layout-drive-gt1-share = 0.0850
final.clkbuf_count = 0
flop_area_sq_um = 0
fin_util = 0.466

[logic_synthesis]
yosys.area.top_type_share = 0.150
topCellsByArea = ha_1 15%, mux4_2 8.9%, mux2i_1 6.8%
ys_cells = 1144
syn_avg_cell_area_sq_um = 7.07
synthTopCellsByCount = 111 x nor2_1, 106 x nand2_1, 102 x a21oi_1, 97 x ha_1, 78 x o21ai_0
syn_inst = 1144
netlist_area_sq_mm = 0.00809
most_common_cell = nor2_1
yosysWarnings = 0
ys_area_sq_mm = 0.00809
synth_cell_types = 82
top_area_cell = ha_1
synth_seq_share = 0

[power_and_ir_drop]
p_int_uw = 123
vdd_drop_max_mv = 0.0154
p_leak_nw = 3.80
pwr_density_cell_mw_per_mm2 = 32.4
switchingPower_uw = 174
p_sw_frac = 0.587

[drt]
ant_nets = 0
wirelength_microns = 34500
wire_per_inst_microns = 23.9
vias = 9245
dr.pass1.iters = 5
drtIter0Drc = 930
viasPerCell = 6.40
drc_errors = 0

[placement]
port_buffers = 100
dp_hpwl_microns = 26700
gp_congestion = 1.06

[job]
drv_cap = 0
warnings = 66

[sta]
max_freq_mhz = 82.9
period_minus_slack_ns = 12.07
slew_headroom = 0.395
hold_violations = 0
rsz0062_at_grt = no
finalMaxSlewViolations = 0
setup_tns_ns = 0
setup_viol = 0
finalClockPeriodUsage = 0.697
tightestPinTransition_ns = 0.898
==> cell usage in the layout (no fill, tap or decap), types with 5 or more instances in the layout <==
cell and count:
o211ai_1 22, a221oi_1 30, mux2i_1 55, nand2_1 106
ha_1 97, nand4_1 6, a21oi_1 102, clkdlybuf4s50_1 95
o22ai_1 11, nand2b_1 11, and2_1 8, inv_1 71
a211oi_1 19, a21o_1 15, mux2_2 22, o21a_1 10
o31ai_1 10, or3_1 5, nand3b_1 5, mux4_2 32
o21ai_0 78, buf_4 21, nand3_1 17, o221ai_1 7
and3_1 6, a22oi_1 9, nor2_1 111, xnor2_1 42
a31oi_1 24, nor3_1 24, xor2_1 6
==> cells by family after synthesis <==
| family | share of synthesized area |
|---|---|
| xor+xnor | 0.0519 |
| fa+ha+maj | 0.152 |
| compound gates | 0.323 |
| simple gates | 0.199 |
| buf+inv | 0.0867 |
| mux | 0.188 |
==> tightest hold or removal path, delay by kind of cell <==
| kind | cells | cell delay [ns] |
|---|---|---|
| buffers and inverters | 3 | 1.00 |
| AOI/OAI and AO/OA | 1 | 0.07 |
==> routing by layer <==
metal | wire length [microns] | vias to the layer above
met5 | 0 | -
met4 | 892 | 0
met3 | 2780 | 50
met2 | 14500 | 410
met1 | 16300 | 4419
li1 | - | 4366
==> stage by stage <==
stage          hold slack (ns)  instance area [sq um]  setup slack (ns)  total power [mW]  cells
6_report                  7.98                   9160              5.23             0.297   1444
5_1_grt                   8.01                   9150              4.86             0.322   1442
3_3_place_gp              7.96                   9150              5.28             0.290   1442
2_1_floorplan             6.99                   8090              7.00             0.185   1144
4_1_cts                   7.97                   9150              5.28             0.291   1442
3_5_place_dp              7.98                   9150              5.33             0.289   1442
==> power groups by stage <==
stage / clock network, mW / logic [mW] / registers [mW]
CTS: 0 / 0.291 / 0
global route: 0 / 0.322 / 0
==> worst max-delay path by stage <==
stage	start	endpoint	slack (ns)
4_1_cts	op[2]	y[24]	5.28
5_1_grt	op[2]	y[24]	4.86
6_report	op[2]	y[24]	5.23
==> area by class of cell <==
type | instances | area share
multi-input combinational | 982 | 0.809
timing repair buffer | 119 | 0.123
tap | 265 | 0.0362
inverter | 76 | 0.0311
antenna | 2 | 0.000546
No activity file was given, so power comes from the tool's default toggle rates.
